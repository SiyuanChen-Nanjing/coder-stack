===== flow/run.sh =====
#!/bin/bash
# OpenROAD 26Q1-2900-gdf79404cd8, Yosys 0.63+post, stock flow scripts
make -C /OpenROAD-flow-scripts/flow DESIGN_CONFIG=/design/flow/config.mk WORK_HOME=/design/flow/orfs finish

===== flow/config.mk =====
export PLATFORM = sky130hd
export DESIGN_NAME = interleaver_fsm
export DESIGN_NICKNAME = interleaver_fsm
export VERILOG_FILES = /design/flow/design.v
export SDC_FILE = /design/flow/constraint.sdc
export NUM_CORES = 4
export LEC_CHECK = 1
export CORE_AREA = 10 10 81 81
export DIE_AREA = 0 0 91 91

===== flow/constraint.sdc =====
current_design interleaver_fsm

set clk_period 2.0
set clk_io_pct 0.2

create_clock -name clk0 -period $clk_period [get_ports {clk}]

set non_clock_inputs [all_inputs -no_clocks]
set_input_delay [expr $clk_period * $clk_io_pct] -clock clk0 $non_clock_inputs
set_output_delay [expr $clk_period * $clk_io_pct] -clock clk0 [all_outputs]

===== flow/design.v =====
module interleaver_fsm(clk,reset,block_size,next_state_w,state_w,CRC_start,CRC_data,CRC_END,ready,done,p1mode_w,p2mode_w,ctr1_re_w,ctr2_re_w,ctr1_en_w,ctr2_en_w,ram1_we_w,ram2_we_w,ctr1_finish,ctr2_finish,ctr1_blk,ctr2_blk);
		input clk, reset;
		input block_size;
		input CRC_start;
		input CRC_data;
		input CRC_END;  
		input ctr1_finish;
		input ctr2_finish;
		output[3:0] state_w,next_state_w;
		output p1mode_w,p2mode_w,ctr1_re_w,ctr2_re_w,ctr1_en_w,ctr2_en_w,ram1_we_w,ram2_we_w;
		output reg ctr1_blk,ctr2_blk;
		output ready;
		output done;
reg[3:0] next_state,current_state;
reg w_reset,r_reset,output_mux,write_enable;
reg p1mode,p2mode,ctr1_re,ctr2_re,ctr1_en,ctr2_en,ram1_we,ram2_we;
wire[15:0] ctr1_counter,ctr2_counter;
reg ready_r, done_r;
initial begin
	current_state = 4'b1101;
	ready_r = 1'b0;
	done_r = 1'b0;
	p1mode = 1'b0;
	p2mode = 1'b0;
	ctr1_re= 1'b0;
	ctr2_re= 1'b0;
	ctr1_en= 1'b0;
	ctr2_en= 1'b0;
	ram1_we=1'b0;
	ram2_we=1'b0;
	ctr1_blk=1'b0;
	ctr2_blk=1'b0;
end 
always @(posedge clk or posedge reset) begin
	if(reset) begin
		current_state <= 4'b1101;
	end
	else begin
	if((current_state!=next_state)||(current_state == 4'b1101))begin
		ctr1_re <= 1'b1;
		ctr2_re <= 1'b1;
	end
	else begin
		ctr1_re <= 1'b0;
		ctr2_re <= 1'b0;
	end
		current_state <= next_state;
	end
end
always @(current_state,CRC_start,CRC_data,block_size,ctr1_finish,ctr2_finish) begin
	case (current_state)
	4'b1101:
		begin
			p1mode = 1'b0;
			p2mode = 1'b0;
			ctr1_en= 1'b0;
			ctr2_en= 1'b0;
			ram1_we=1'b0;
			ram2_we=1'b0;
			ctr1_blk=1'b0;
			ctr2_blk=1'b0;
			ready_r=1'b0;
			done_r = 1'b0;
			if(CRC_start)begin
				next_state<=4'b0000;
			end
			else begin
				next_state <= 4'b1101;
			end
		end
	4'b0000: 
		begin
			p1mode = 1'b0;
			p2mode = 1'b0;
			ctr1_en= 1'b0;
			ctr2_en= 1'b0;
			ram1_we=1'b0;
			ram2_we=1'b0;
			ctr1_blk=1'b0;
			ctr2_blk=1'b0;
			ready_r=1'b0;
			done_r = 1'b0;
			if(~block_size ) begin
				next_state <= 4'b0001;
			end
			else if (block_size )begin
				next_state <= 4'b0010;
			end
			else begin
				next_state <= 4'b0000;
			end
		end
	4'b0001:
		begin
			p1mode = 1'b0;
			p2mode = 1'b0;
			ctr1_en= 1'b1;
			ctr2_en= 1'b0;
			ram1_we=1'b1;
			ram2_we=1'b0;
			ctr1_blk=1'b0;
			ctr2_blk=1'b0;
			ready_r=1'b0;
			done_r = 1'b0;
			if(ctr1_finish) begin
				next_state <= 4'b0111;
			end
			else begin
				next_state <= 4'b0001;
			end
		end
	4'b0010:
		begin
			p1mode = 1'b0;
			p2mode = 1'b0;
			ctr1_en= 1'b1;
			ctr2_en= 1'b0;
			ram1_we=1'b1;
			ram2_we=1'b0;
			ctr1_blk=1'b1;
			ctr2_blk=1'b0;
			ready_r=1'b0;
			done_r = 1'b0;
			if(CRC_END)begin
				next_state <= 4'b1001;
			end
			else begin
			if(ctr1_finish) begin
				if(block_size)begin
					next_state <= 4'b0100;
				end
				else begin
					next_state <= 4'b0110;
				end
			end
			else begin
				next_state <= 4'b0010;
			end
			end
		end
	4'b0011:
		begin
			p1mode = 1'b0;
			p2mode = 1'b1;
			ctr1_en= 1'b1;
			ctr2_en= 1'b1;
			ram1_we=1'b1;
			ram2_we=1'b0;
			ctr1_blk=1'b1;
			ctr2_blk=1'b1;
			ready_r=1'b1;
			done_r = 1'b0;
			if(CRC_END) begin
				next_state <= 4'b1001;
				ready_r=1'b0;
			end
			else begin
			if(ctr1_finish && ctr2_finish) begin
				if(block_size)begin
					next_state <= 4'b0100;
					ready_r=1'b0;
				end
				else begin
					next_state <= 4'b0110;
					ready_r=1'b0;
				end
			end
			else begin
				next_state <= 4'b0010;
			end
			end
		end
	4'b0100:
		begin
			p1mode = 1'b1;
			p2mode = 1'b0;
			ctr1_en= 1'b1;
			ctr2_en= 1'b1;
			ram1_we=1'b0;
			ram2_we=1'b1;
			ctr1_blk=1'b1;
			ctr2_blk=1'b1;
			ready_r=1'b1;
			done_r = 1'b0;
			if(CRC_END)begin
				next_state <= 4'b1010;
				ready_r=1'b0;
			end
			else begin
				if(ctr1_finish && ctr2_finish)begin
					if(block_size)begin
						next_state <= 4'b0011;
						ready_r=1'b0;
					end
					else begin
						next_state<=4'b0101;
						ready_r=1'b0;
					end
				end
				else begin
					next_state <=4'b0100;
				end
			end
		end
	4'b0101:
		begin
			p1mode = 1'b0;
			p2mode = 1'b1;
			ctr1_en= 1'b1;
			ctr2_en= 1'b1;
			ram1_we=1'b1;
			ram2_we=1'b0;
			ctr1_blk=1'b0;
			ctr2_blk=1'b1;
			ready_r=1'b1;
			done_r = 1'b0;
			if(ctr2_finish)begin
				next_state <=4'b0111;
				ready_r=1'b0;
			end	
			else begin
				next_state <=4'b0101;
			end
		end
	4'b0110:
		begin
			p1mode = 1'b1;
			p2mode = 1'b0;
			ctr1_en= 1'b1;
			ctr2_en= 1'b1;
			ram1_we=1'b0;
			ram2_we=1'b1;
			ctr1_blk=1'b1;
			ctr2_blk=1'b0;
			ready_r=1'b1;
			done_r = 1'b0;
			if(ctr1_finish)begin
				next_state <=4'b1000;
				ready_r=1'b0;
			end	
			else begin
				next_state <=4'b0110;
			end
		end
	4'b0111:
		begin
			p1mode = 1'b1;
			p2mode = 1'b0;
			ctr1_en= 1'b1;
			ctr2_en= 1'b0;
			ram1_we=1'b0;
			ram2_we=1'b0;
			ctr1_blk=1'b0;
			ctr2_blk=1'b0;
			ready_r=1'b1;
			done_r = 1'b0;
			if(ctr1_finish)begin
				next_state<=4'b1011;
				ready_r=1'b0;
			end
			else begin
				next_state <=4'b0111;
			end
		end
	4'b1000:
		begin
			p1mode = 1'b0;
			p2mode = 1'b1;
			ctr1_en= 1'b0;
			ctr2_en= 1'b1;
			ram1_we=1'b0;
			ram2_we=1'b0;
			ctr1_blk=1'b0;
			ctr2_blk=1'b0;
			ready_r=1'b1;
			done_r = 1'b0;
			if(ctr2_finish)begin
				next_state<=4'b1011;
				ready_r=1'b0;
			end
			else begin
				next_state <=4'b1000;
			end
		end
	4'b1001:
		begin
			p1mode = 1'b1;
			p2mode = 1'b0;
			ctr1_en= 1'b1;
			ctr2_en= 1'b0;
			ram1_we=1'b0;
			ram2_we=1'b0;
			ctr1_blk=1'b1;
			ctr2_blk=1'b0;
			ready_r=1'b1;
			done_r = 1'b0;
			if(ctr1_finish)begin
				next_state<=4'b1011;
				ready_r=1'b0;
			end
			else begin
				next_state <=4'b1001;
			end
		end
	4'b1010:
		begin
			p1mode = 1'b0;
			p2mode = 1'b1;
			ctr1_en= 1'b0;
			ctr2_en= 1'b1;
			ram1_we=1'b0;
			ram2_we=1'b0;
			ctr1_blk=1'b0;
			ctr2_blk=1'b1;
			ready_r=1'b1;
			done_r = 1'b0;
			if(ctr2_finish)begin
				next_state<=4'b1011;
				ready_r=1'b0;
			end
			else begin
				next_state <=4'b1010;
			end
		end
	4'b1011:
		begin	
			p1mode = 1'b0;
			p2mode = 1'b0;
			ctr1_en= 1'b0;
			ctr2_en= 1'b0;
			ram1_we=1'b0;
			ram2_we=1'b0;
			next_state<=4'b1100;
			ready_r=1'b0;
			done_r = 1'b0;
			ctr1_blk=1'b0;
			ctr2_blk=1'b0;
		end
	4'b1100:
		begin
			p1mode = 1'b0;
			p2mode = 1'b0;
			ctr1_en= 1'b0;
			ctr2_en= 1'b0;
			ram1_we=1'b0;
			ram2_we=1'b0;
			ctr1_blk=1'b0;
			ctr2_blk=1'b0;
			next_state<=4'b1101;
			ready_r=1'b0;
			done_r = 1'b1;
		end
	endcase
end
assign done = done_r;
assign ready = ready_r;
assign p1mode_w = p1mode;
assign p2mode_w = p2mode;
assign ctr1_re_w = ctr1_re;
assign ctr2_re_w = ctr2_re;
assign ctr1_en_w = ctr1_en;
assign ctr2_en_w = ctr2_en;
assign ram1_we_w = ram1_we;
assign ram2_we_w = ram2_we;
assign state_w = current_state;
assign next_state_w = next_state;
endmodule

==> changes_impl.md <==
### Physical design

* CTS buffer count at 3
* Register pins left without a clock at 14
* # Cells Yosys at about 110
* Synth Register Bits at 19
* Floorplan core density at 0.204
* Actual slew at the worst max-slew pin at between 0.4 and 0.5 ns
* Initial antenna violation count at 0
* Max-cap violation count at 0
* Max Slew Vio Count at 0
* GR Overflow Total at 0
* Die height at ~91 um
* Setup WS post-layout at 0.396 ns
* P_leak at 0.515 nW
* TritonCTS clock tree: built
* RSZ-0062 raised after global routing: false
* Port bufs at 26
* Ports at 28
* Gate power share at 0.123
* Final wirelength at roughly 2500 um
* Htree depth at 1
* # resized after CTS at 0
* Syn-to-layout area delta at 35.2%
* Worst Reg-to-Reg Cells at 4
* CP max-delay cell: dfstp_2
* Vias at 896
* Status: complete, no violations
* Post-Place Setup Slack at 0.502 ns
* Crit-path max FO at 2
* CP max stage delay at 0.52 ns
* Hold Slack at 0.383 ns
* Period utilization at 0.802
* All-Layer GR Usage at 0.0604
* Avg WL per Cell at around 12 um
* Antenna viol nets, final at 0
* Ys flop type: dlxtn_1
* PD cells at 248 mW/mm2
* Die extent in x at around 91 um
* Fin area at between 0.001 and 0.0015 mm2
* Pre-antenna DRT Iters at 4
* Synthesized area per cell at a little under 9 um2
* Setup Skew at between 0.003 and 0.004 ns
* RD Place Congestion at 0.757
* CP Launch Type: flop
* Sw Pwr at about 0.000067 W
* Worst path depth at 1
* CP bufs+invs at 1
* Vias/cell at 4.39
* DR iter-0 viols at 106
* Sw Ratio at 0.204
* CTS max path bufs at 2
* Share of post-route cells with drive strength above 1 at 0.124
* Distinct lib cells at ~47
* Worst EP arrival at 1.20 ns
* Sequential group share of total power at 0.321
* Yosys warns at 1
* Max Clk Rate at 623 MHz
* Slew HR at 0.723
* FP Rows at 25
* Dominant cell area share at 0.214
* Setup Buffers After CTS at 0
* Syn Inst Count at 113
* CP Cell Sequence: clkdlybuf4s50_1
* Critical path data required time at 1.60 ns
* WS Path Type: reg -> out
* HPWL Detailed at 1820 um
* Core Region at 0.00482 mm2
* Worst VDD drop at 0.210 mV
* Endpoint class of the critical path: primary output
* Synth area leaders: dlxtn_1 (21%), dfstp_2 (8.0%), nor2b_1 (4.5%)
* Filler cells at 551
* Internal power at 0.000263 W
* Clock Pin Slew Worst Setup and Hold Paths at 0.03 ns
* Mapped cell area at around 980 um2
* Worst-Skew Late Latency at between 0.2 and 0.25 ns
* Fin crit period at 1.60 ns
* Count of library flops with an enable pin at 1
* Via count of the first global-routing pass at 844
* Number of unconstrained endpoints at 32
* Clock root buffer: clkbuf_8
* Die area at 0.00828 mm2
* Async S/R FF share, synth at 0.211
* DRC violations left at 0
* HP Class: in -> async
* Hold-fix buffers, CTS at 0
* Clock share of power at 0.556
* Area after DPL at between 0.001 and 0.0015 mm2
* First-pass GRT wire length at 4350 um
* Fin. Hold Viols at 0
* OpenROAD warnings at 26
* Antenna diode count at 0
* Yosys stat area at a little under 0.001 mm2
* Setup TNS at 0 ns
* Final setup violation count at 0
* Most common cell in the netlist: dlxtn_1
* Crit-path leading delay family: flip-flops
* Pin count of the biggest net entering global routing at 28
* Post-synth top area cell: dlxtn_1
* Top cells by count: dlxtn_1 (14), nor2b_1 (7), a21oi_1 (6), nand2_1 (6)
[cell usage in the layout, fill, tap and decap left out, types with 4 or more instances in the layout]
| cell type | instances |
|---|---|
| clkdlybuf4s50_1 | 26 |
| o21ai_0 | 5 |
| nand2b_1 | 4 |
| o22ai_1 | 4 |
| and3_1 | 4 |
| dlxtn_1 | 14 |
| nor2_1 | 4 |
| inv_1 | 4 |
| nor2b_1 | 7 |
| a21oi_1 | 6 |
| buf_4 | 4 |
| nand2_1 | 6 |
[cell families after synthesis]
family | share of synthesized area
flip-flops | 0.136
multiplexers | 0.0356
AND/OR/NAND/NOR | 0.216
buffers and inverters | 0.0929
AND-OR/OR-AND | 0.270
XOR/XNOR | 0.0356
latches | 0.214
[routing by layer]
layer / vias up / wire length, um / track usage / share of wire
met4: 0 / 14 / 0.00392 / 0.0055
met3: 2 / 188 / 0.0174 / 0.074
met5: - / 0 / 0 / 0
met1: 406 / 1150 / 0.0860 / 0.45
met2: 28 / 1190 / 0.0931 / 0.47
li1: 460 / - / - / -
[area by class of cell]
class	count	area [um2]	area share
inverter	5	18.8	0.0141
sequential	19	344	0.259
multi-input combinational	79	548	0.412
tap	67	83.8	0.0630
timing repair buffer	30	290	0.218
clock buffer	4	45.0	0.0339
[path summary, 6_finish.rpt]
check,from,slack [ns],endpoint
max,current_state[0],0.40,state_w[0]
min,reset,0.38,current_state[1]
max reg2reg,current_state[0],0.50,ctr1_re
min reg2reg,current_state[2],0.90,ctr1_re
max in group asynchronous,reset,1.38,current_state[0]
min in group clk0,current_state[2],0.90,ctr1_re
[through the flow]
step	utilization	power, W	instances
detailed placement	0.267	0.000148	200
finish	0.276	0.000330	204
global route	0.276	0.000348	204
floorplan	-	0.000125	113
CTS	0.276	0.000335	204
global placement	0.267	0.000148	200
[power by group through the flow]
stage         clock network, W   logic, W  registers, W
CTS                   0.000188  0.0000407      0.000106
global route          0.000197  0.0000451      0.000106
finish                0.000184  0.0000405      0.000106
[flip-flops by register name, indices dropped and copies added (netlist names)]
signal and flops:
ctr1_blk 1, ctr1_en 1, ctr1_re 1, ctr2_blk 1, ctr2_en 1, current_state 4
done_r 1, next_state 4, p1mode 1, p2mode 1, ram1_we 1, ram2_we 1
ready_r 1
Power figures rest on the tool's default switching activity, not on a simulated workload.
