`flow/design.v`:
```
module tailBitsGenerator_parallel(
	input[7:0] xk_in, zk_in, zk_prime_in,
	input q0, q1, q2, q0_prime, q1_prime, q2_prime, 
	tail_bit_regs_enable, tail_bit_mode, clock, reset,
	output[7:0] xk_out, zk_out, zk_prime_out);
	reg[11:0] tail_bit_regs;
	always @(posedge clock, posedge reset) begin
		if (reset) begin
			tail_bit_regs <= 12'b0;
		end
		else if (tail_bit_regs_enable) begin
			tail_bit_regs[0] <= q1 ^ q2;  
			tail_bit_regs[1] <= q0 ^ q2;  
			tail_bit_regs[2] <= q1_prime ^ q2_prime;  
			tail_bit_regs[3] <= q0_prime ^ q2_prime;  
			tail_bit_regs[4] <= q0 ^ q1;  
			tail_bit_regs[5] <= q1;  
			tail_bit_regs[6] <= q0_prime ^ q1_prime;  
			tail_bit_regs[7] <= q1_prime;  
			tail_bit_regs[8] <= q0;  
			tail_bit_regs[9] <= q0;  
			tail_bit_regs[10] <= q0_prime;  
			tail_bit_regs[11] <= q0_prime;  
		end
	end
	wire[7:0] tail_to_mux_xk, tail_to_mux_zk, tail_to_mux_zk_prime;
	assign tail_to_mux_xk[0] = tail_bit_regs[0];
	assign tail_to_mux_xk[1] = tail_bit_regs[5];
	assign tail_to_mux_xk[2] = tail_bit_regs[2];
	assign tail_to_mux_xk[3] = tail_bit_regs[7];
	assign tail_to_mux_zk[0] = tail_bit_regs[1];
	assign tail_to_mux_zk[1] = tail_bit_regs[8];
	assign tail_to_mux_zk[2] = tail_bit_regs[3];
	assign tail_to_mux_zk[3] = tail_bit_regs[10];
	assign tail_to_mux_zk_prime[0] = tail_bit_regs[4];
	assign tail_to_mux_zk_prime[1] = tail_bit_regs[9];
	assign tail_to_mux_zk_prime[2] = tail_bit_regs[6];
	assign tail_to_mux_zk_prime[3] = tail_bit_regs[11];
	assign tail_to_mux_xk[7:4] = 4'b0;
	assign tail_to_mux_zk[7:4] = 4'b0;
	assign tail_to_mux_zk_prime[7:4] = 4'b0;
	assign xk_out = tail_bit_mode ? tail_to_mux_xk : xk_in;
	assign zk_out = tail_bit_mode ? tail_to_mux_zk : zk_in;
	assign zk_prime_out = tail_bit_mode ? tail_to_mux_zk_prime : zk_prime_in;
endmodule
```
`flow/run.sh`:
```
#!/bin/bash
# OpenROAD 26Q1-2900-gdf79404cd8, Yosys 0.63+post, stock flow scripts
make -C /OpenROAD-flow-scripts/flow DESIGN_CONFIG=/design/flow/config.mk WORK_HOME=/design/flow/orfs finish
```
`flow/config.mk`:
```
export PLATFORM = sky130hd
export DESIGN_NAME = tailBitsGenerator_parallel
export DESIGN_NICKNAME = tailBitsGenerator_parallel
export VERILOG_FILES = /design/flow/design.v
export SDC_FILE = /design/flow/constraint.sdc
export NUM_CORES = 4
export LEC_CHECK = 1
export CORE_AREA = 10 10 73 73
export DIE_AREA = 0 0 83 83
```
`flow/constraint.sdc`:
```
current_design tailBitsGenerator_parallel

set clk_period 1.2
set clk_io_pct 0.2

create_clock -name clk0 -period $clk_period [get_ports {clock}]

set non_clock_inputs [all_inputs -no_clocks]
set_input_delay [expr $clk_period * $clk_io_pct] -clock clk0 $non_clock_inputs
set_output_delay [expr $clk_period * $clk_io_pct] -clock clk0 [all_outputs]
```
==> impl_metrics.toml <==
# generated from flow reports
[status]
status = "complete, but fails checks"
violations = "negative setup slack"

[critical_path]
startpoint_type = "primary input"
r2r-start = "tail_bit_regs[6]$_DFFE_PP0P_"
required_ns = 0.96
cpPeakStageDelay_ns = 0.39
path_max_fanout = 1
end_kind = "output port"
cp.arrival_ns = 0.99
critical-path-slowest-cell = "clkdlybuf4s50_1"
critPathLaunch = "zk_in[2]"
critPathKind = "in -> out"
path_cells = "clkdlybuf4s50_1, mux2_2, buf_2"

[cts]
cts_tree = "done"
clk_pin_slew_ns = 0.04
cts.sinks = 10
cts-htree-levels = 1
cts-root-buf = "clkbuf_8"
clk_latency_ns = 0.23
cts.path.max_buffers = 2
cts_buffers = 3

[final_layout]
area_growth_syn_to_layout_pct = 94.9
nFillCells = 391
fin_cells = 181
largest_register_ffs = 10
drive_gt1_frac = 0.391
largestRegisters = "tail_bit_regs: 10 flops"
comb_area_um2 = 390
largest_register = "tail_bit_regs"
layout_top_cell = "buf_2"
layout_top_cells = "buf_2, clkdlybuf4s50_1, dlygate4sd2_1, dfrtp_1"
register_area_um2 = 250

[final_timing]
grt_setup_unrepaired = "yes"
final.setup.tns_ns = -0.0779
holdWs_ns = 0.290
setup_ws_ns = -0.0321
period_needed_ns = 1.23
min_period_over_period = 1.03
hold_violations = 0
fin_skew_ns = 0
relSlewSlack = 0.756
finalSetupViolations = 7
fmax_ghz = 0.812
tightest_slew_ns = 0.366
drv_slew = 0

[logic_synthesis]
yosysCellCount = 68
ys_ff = 10
syn_area_per_cell_um2 = 10.0
ys_seq_share = 0.368
ys_async_sr_fraction = 1.00
ys.flop_type = "dfrtp_1"
synthTopCellsByArea = "dfrtp_1, mux2_2, xnor2_1"
synth_cell_types = 17
fa_ha_area_frac = 0
yosysWarningCount = 1
synth-edff-count = 0
mappedNetlistArea_um2 = 681
mux_share = 0.210
top_cell_area_share = 0.368
ys_sh_aoi = 0.0735
logic_family = "multiplexers"
ys_sh_simple = 0.180
netlist_instances = 68
xor_share = 0.0772
top_area_cell = "dfrtp_1"
ys_area_um2 = 681

[floorplanning]
dieHeight_um = 83
io_pins = 58
core-area_um2 = 3740
chipArea_um2 = 6890
die_x_um = 83
fp-utilization = 0.182
rows = 22

[power_and_ir_drop]
p_per_area_nw_per_um2 = 822
p_leak_nw = 0.696
ir_drop_uv = 312
power_w = 0.00109

[global_routing]
grt_pass1_wl_um = 3930
grt_max_degree = 11
antenna_found_initial = 0
grt-ovfl-total = 0
grt_use_total = 0.0674
grt_pass1_vias = 747

[drt]
drt-initial-drc-count = 6
diodes = 0
routed-wl-met3_um = 212
antenna_left = 0
firstDrtPassIters = 2
wl_um = 2400
top_layer = "met3"
route.met2.wl_um = 841
drc_errors = 0
vias = 690
wl_met1_um = 1340
avgRoutedWirePerCell_um = 13.2
vias_per_cell = 3.81

[run]
tool_warnings = 27
maxCapViolCount = 0

[hold_path]
hold_class = "in -> async"

[place]
dp_cells = 175
portBuffers = 57
place_congestion = 0.869
dp_hpwl_um = 1940
## layout make-up
class                   count  share of cell area
multi-input cells          48               0.294
clock buffers               3              0.0311
inverters                   5              0.0142
well taps                  48              0.0453
flip-flops and latches     10               0.189
repair buffers             67               0.426
## kinds of logic after synthesis
family,Yosys count
AND-OR/OR-AND,10
XOR/XNOR,6
buffers and inverters,10
flip-flops,10
multiplexers,12
AND/OR/NAND/NOR,20
## final timing paths
kind                                           endpoint  slack, ns  cells after the start
max reg2reg                tail_bit_regs[6]$_DFFE_PP0P_       0.34                      4
min                        tail_bit_regs[2]$_DFFE_PP0P_       0.29                      2
max                                           zk_out[2]      -0.03                      3
min reg2reg                tail_bit_regs[9]$_DFFE_PP0P_       0.51                      1
max in group asynchronous  tail_bit_regs[1]$_DFFE_PP0P_       0.65                      2
min in group clk0          tail_bit_regs[9]$_DFFE_PP0P_       0.51                      1
## through the flow
stage,utilization,cell area (um2),worst slack (ns)
after global routing,0.354,1330,-0.0520
after global placement,0.353,1320,-0.708
after detailed placement,0.353,1320,-0.712
final,0.354,1330,-0.0321
after CTS,0.342,1280,-0.0439
after floorplan,-,681,0.212
## worst max-delay path: cells and delay by family
kind	cells	cell delay, ns
multiplexers	1	0.25
buffers and inverters	2	0.50
## Yosys cell counts, types with 2 or more instances
cell type  count
dfrtp_1       10
mux2_2        10
a21oi_1        6
and2b_1        6
nor2_1         6
xnor2_1        6
inv_1          5
and2b_2        4
o21ai_0        4
mux2_4         2
nand2_1        2
nor2b_1        2
## power by group
part	internal [W]	switching (W)
registers	0.000377	0.0000208
logic	0.000259	0.000106
clock network	0.000218	0.000109
total	0.000854	0.000236
## timing repair
action	4_1_cts	5_1_grt
pin swaps	0	3
gates cloned	1	0
hold buffers	0	0
gates resized	92	10
setup endpoints to repair	24	12
setup buffers	1	2
## layer usage
metal	track usage	vias up
met5	0	-
met4	0.00769	0
met3	0.0266	0
met2	0.0824	48
met1	0.107	292
li1	-	350
Power figures rest on the tool's default switching activity, not on a simulated workload.
