## /design/flow/config.mk

```make
export PLATFORM = sky130hd
export DESIGN_NAME = fake_interleaver
export DESIGN_NICKNAME = fake_interleaver
export VERILOG_FILES = /design/flow/design.v
export SDC_FILE = /design/flow/constraint.sdc
export NUM_CORES = 4
export LEC_CHECK = 1
export CORE_UTILIZATION = 30
```

## /design/flow/run.sh

```bash
#!/bin/bash
# OpenROAD 26Q1-2900-gdf79404cd8, Yosys 0.63+post, stock flow scripts
make -C /OpenROAD-flow-scripts/flow DESIGN_CONFIG=/design/flow/config.mk WORK_HOME=/design/flow/orfs finish
```

## /design/flow/constraint.sdc

```tcl
current_design fake_interleaver

set clk_period 4.9
set clk_io_pct 0.2

create_clock -name clk0 -period $clk_period [get_ports {clk}]

set non_clock_inputs [all_inputs -no_clocks]
set_input_delay [expr $clk_period * $clk_io_pct] -clock clk0 $non_clock_inputs
set_output_delay [expr $clk_period * $clk_io_pct] -clock clk0 [all_outputs]
```

## /design/flow/design.v

```verilog
module fake_interleaver(
	input clk, reset, cbs_ready, 
	output data_ready, 
	output [7:0] data_out);
reg [20:0] counter = 0;
reg data_ready_reg = 0;
reg cbs_ready_latch = 0;
reg [7:0] data_out_reg = 0;
integer bit_counter = 0;
always @(posedge clk) begin
	if (reset) begin
		cbs_ready_latch <= 0;
	end
	else if (cbs_ready) begin
		cbs_ready_latch <= 1;
	end
end
always @(posedge clk) begin
	if (reset) begin
		counter <= 0;
	end
	else if (cbs_ready_latch) begin
		counter <= counter + 1;
	end
end
always @(posedge clk) begin
	if (reset) begin
		data_ready_reg <= 0;
	end
	else if (counter > 10) begin
		data_ready_reg <= 1;
	end
end
always @(posedge clk) begin
	if (reset) begin
		data_out_reg <= 0;
		bit_counter <= 0;
	end
	else begin
		if (data_ready) begin
			if (bit_counter==0) begin
				data_out_reg = 8'b01001100;
			end
			if (bit_counter==8) begin
				data_out_reg = 8'b10011000;
			end
			if (bit_counter==16) begin
				data_out_reg = 8'b00110000;
			end
			if (bit_counter==24) begin
				data_out_reg = 8'b01100000;
			end
			if (bit_counter==32) begin
				data_out_reg = 8'b11000001;
			end
			if (bit_counter==40) begin
				data_out_reg = 8'b10000011;
			end
			if (bit_counter==48) begin
				data_out_reg = 8'b00000110;
			end
			if (bit_counter==56) begin
				data_out_reg = 8'b00001101;
			end
			if (bit_counter==64) begin
				data_out_reg = 8'b00011011;
			end
			if (bit_counter==72) begin
				data_out_reg = 8'b00110111;
			end
			if (bit_counter==80) begin
				data_out_reg = 8'b01101111;
			end
			if (bit_counter==88) begin
				data_out_reg = 8'b11011111;
			end
			if (bit_counter==96) begin
				data_out_reg = 8'b10111110;
			end
			if (bit_counter==104) begin
				data_out_reg = 8'b01111100;
			end
			if (bit_counter==112) begin
				data_out_reg = 8'b11111000;
			end
			if (bit_counter==120) begin
				data_out_reg = 8'b11110000;
			end
			if (bit_counter==128) begin
				data_out_reg = 8'b11100000;
			end
			if (bit_counter==136) begin
				data_out_reg = 8'b11000001;
			end
			if (bit_counter==144) begin
				data_out_reg = 8'b10000011;
			end
			if (bit_counter==152) begin
				data_out_reg = 8'b00000110;
			end
			if (bit_counter==160) begin
				data_out_reg = 8'b00001101;
			end
			if (bit_counter==168) begin
				data_out_reg = 8'b00011010;
			end
			if (bit_counter==176) begin
				data_out_reg = 8'b00110101;
			end
			if (bit_counter==184) begin
				data_out_reg = 8'b01101010;
			end
			if (bit_counter==192) begin
				data_out_reg = 8'b11010101;
			end
			if (bit_counter==200) begin
				data_out_reg = 8'b10101011;
			end
			if (bit_counter==208) begin
				data_out_reg = 8'b01010110;
			end
			if (bit_counter==216) begin
				data_out_reg = 8'b10101101;
			end
			if (bit_counter==224) begin
				data_out_reg = 8'b01011010;
			end
			if (bit_counter==232) begin
				data_out_reg = 8'b10110100;
			end
			if (bit_counter==240) begin
				data_out_reg = 8'b01101000;
			end
			if (bit_counter==248) begin
				data_out_reg = 8'b11010000;
			end
			if (bit_counter==256) begin
				data_out_reg = 8'b10100000;
			end
			if (bit_counter==264) begin
				data_out_reg = 8'b01000000;
			end
			if (bit_counter==272) begin
				data_out_reg = 8'b10000000;
			end
			if (bit_counter==280) begin
				data_out_reg = 8'b00000000;
			end
			if (bit_counter==288) begin
				data_out_reg = 8'b00000001;
			end
			if (bit_counter==296) begin
				data_out_reg = 8'b00000011;
			end
			if (bit_counter==304) begin
				data_out_reg = 8'b00000111;
			end
			if (bit_counter==312) begin
				data_out_reg = 8'b00001111;
			end
			if (bit_counter==320) begin
				data_out_reg = 8'b00011110;
			end
			if (bit_counter==328) begin
				data_out_reg = 8'b00111100;
			end
			if (bit_counter==336) begin
				data_out_reg = 8'b01111000;
			end
			if (bit_counter==344) begin
				data_out_reg = 8'b11110001;
			end
			if (bit_counter==352) begin
				data_out_reg = 8'b11100011;
			end
			if (bit_counter==360) begin
				data_out_reg = 8'b11000111;
			end
			if (bit_counter==368) begin
				data_out_reg = 8'b10001111;
			end
			if (bit_counter==376) begin
				data_out_reg = 8'b00011111;
			end
			if (bit_counter==384) begin
				data_out_reg = 8'b00111110;
			end
			if (bit_counter==392) begin
				data_out_reg = 8'b01111101;
			end
			if (bit_counter==400) begin
				data_out_reg = 8'b11111011;
			end
			if (bit_counter==408) begin
				data_out_reg = 8'b11110111;
			end
			if (bit_counter==416) begin
				data_out_reg = 8'b11101111;
			end
			if (bit_counter==424) begin
				data_out_reg = 8'b11011111;
			end
			if (bit_counter==432) begin
				data_out_reg = 8'b10111110;
			end
			if (bit_counter==440) begin
				data_out_reg = 8'b01111100;
			end
			if (bit_counter==448) begin
				data_out_reg = 8'b11111000;
			end
			if (bit_counter==456) begin
				data_out_reg = 8'b11110000;
			end
			if (bit_counter==464) begin
				data_out_reg = 8'b11100000;
			end
			if (bit_counter==472) begin
				data_out_reg = 8'b11000000;
			end
			if (bit_counter==480) begin
				data_out_reg = 8'b10000001;
			end
			if (bit_counter==488) begin
				data_out_reg = 8'b00000011;
			end
			if (bit_counter==496) begin
				data_out_reg = 8'b00000111;
			end
			if (bit_counter==504) begin
				data_out_reg = 8'b00001111;
			end
			if (bit_counter==512) begin
				data_out_reg = 8'b00011110;
			end
			if (bit_counter==520) begin
				data_out_reg = 8'b00111101;
			end
			if (bit_counter==528) begin
				data_out_reg = 8'b01111010;
			end
			if (bit_counter==536) begin
				data_out_reg = 8'b11110100;
			end
			if (bit_counter==544) begin
				data_out_reg = 8'b11101001;
			end
			if (bit_counter==552) begin
				data_out_reg = 8'b11010010;
			end
			if (bit_counter==560) begin
				data_out_reg = 8'b10100101;
			end
			if (bit_counter==568) begin
				data_out_reg = 8'b01001011;
			end
			if (bit_counter==576) begin
				data_out_reg = 8'b10010110;
			end
			if (bit_counter==584) begin
				data_out_reg = 8'b00101100;
			end
			if (bit_counter==592) begin
				data_out_reg = 8'b01011001;
			end
			if (bit_counter==600) begin
				data_out_reg = 8'b10110011;
			end
			if (bit_counter==608) begin
				data_out_reg = 8'b01100111;
			end
			if (bit_counter==616) begin
				data_out_reg = 8'b11001110;
			end
			if (bit_counter==624) begin
				data_out_reg = 8'b10011101;
			end
			if (bit_counter==632) begin
				data_out_reg = 8'b00111011;
			end
			if (bit_counter==640) begin
				data_out_reg = 8'b01110111;
			end
			if (bit_counter==648) begin
				data_out_reg = 8'b11101111;
			end
			if (bit_counter==656) begin
				data_out_reg = 8'b11011111;
			end
			if (bit_counter==664) begin
				data_out_reg = 8'b10111111;
			end
			if (bit_counter==672) begin
				data_out_reg = 8'b01111110;
			end
			if (bit_counter==680) begin
				data_out_reg = 8'b11111101;
			end
			if (bit_counter==688) begin
				data_out_reg = 8'b11111011;
			end
			if (bit_counter==696) begin
				data_out_reg = 8'b11110111;
			end
			if (bit_counter==704) begin
				data_out_reg = 8'b11101111;
			end
			if (bit_counter==712) begin
				data_out_reg = 8'b11011110;
			end
			if (bit_counter==720) begin
				data_out_reg = 8'b10111100;
			end
			if (bit_counter==728) begin
				data_out_reg = 8'b01111000;
			end
			if (bit_counter==736) begin
				data_out_reg = 8'b11110001;
			end
			if (bit_counter==744) begin
				data_out_reg = 8'b11100011;
			end
			if (bit_counter==752) begin
				data_out_reg = 8'b11000110;
			end
			if (bit_counter==760) begin
				data_out_reg = 8'b10001100;
			end
			if (bit_counter==768) begin
				data_out_reg = 8'b00011001;
			end
			if (bit_counter==776) begin
				data_out_reg = 8'b00110010;
			end
			if (bit_counter==784) begin
				data_out_reg = 8'b01100101;
			end
			if (bit_counter==792) begin
				data_out_reg = 8'b11001010;
			end
			if (bit_counter==800) begin
				data_out_reg = 8'b10010101;
			end
			if (bit_counter==808) begin
				data_out_reg = 8'b00101010;
			end
			if (bit_counter==816) begin
				data_out_reg = 8'b01010100;
			end
			if (bit_counter==824) begin
				data_out_reg = 8'b10101000;
			end
			if (bit_counter==832) begin
				data_out_reg = 8'b01010001;
			end
			if (bit_counter==840) begin
				data_out_reg = 8'b10100010;
			end
			if (bit_counter==848) begin
				data_out_reg = 8'b01000100;
			end
			if (bit_counter==856) begin
				data_out_reg = 8'b10001000;
			end
			if (bit_counter==864) begin
				data_out_reg = 8'b00010001;
			end
			if (bit_counter==872) begin
				data_out_reg = 8'b00100011;
			end
			if (bit_counter==880) begin
				data_out_reg = 8'b01000111;
			end
			if (bit_counter==888) begin
				data_out_reg = 8'b10001111;
			end
			if (bit_counter==896) begin
				data_out_reg = 8'b00011110;
			end
			if (bit_counter==904) begin
				data_out_reg = 8'b00111100;
			end
			if (bit_counter==912) begin
				data_out_reg = 8'b01111000;
			end
			if (bit_counter==920) begin
				data_out_reg = 8'b11110000;
			end
			if (bit_counter==928) begin
				data_out_reg = 8'b11100000;
			end
			if (bit_counter==936) begin
				data_out_reg = 8'b11000000;
			end
			if (bit_counter==944) begin
				data_out_reg = 8'b10000001;
			end
			if (bit_counter==952) begin
				data_out_reg = 8'b00000010;
			end
			if (bit_counter==960) begin
				data_out_reg = 8'b00000100;
			end
			if (bit_counter==968) begin
				data_out_reg = 8'b00001000;
			end
			if (bit_counter==976) begin
				data_out_reg = 8'b00010000;
			end
			if (bit_counter==984) begin
				data_out_reg = 8'b00100001;
			end
			if (bit_counter==992) begin
				data_out_reg = 8'b01000011;
			end
			if (bit_counter==1000) begin
				data_out_reg = 8'b10000110;
			end
			if (bit_counter==1008) begin
				data_out_reg = 8'b00001101;
			end
			if (bit_counter==1016) begin
				data_out_reg = 8'b00011011;
			end
			if (bit_counter==1024) begin
				data_out_reg = 8'b00110110;
			end
			if (bit_counter==1032) begin
				data_out_reg = 8'b01101100;
			end
			if (bit_counter==1040) begin
				data_out_reg = 8'b11011000;
			end
			if (bit_counter==1048) begin
				data_out_reg = 8'b10110001;
			end
			bit_counter = bit_counter + 8;
		end
	end
end
assign data_ready = data_ready_reg;
assign data_out = data_out_reg;
endmodule 
```

==> notes.md <==
• Post-CTS Repair Setup Buffers: 0
• DRC marker count from the first detailed-route iteration: 1170
• Reg2Reg Capture Point: data_out_reg[5]
• tool warning count: 29
• mean routed wirelength per cell: 33.7 um
• Synth Seq Share: 0.182
• Worst Reg-to-Reg Cells: 11
• fraction of registers with async set/reset: 0
• H-tree lvl count: 3
• fraction of final layout cells with drive strength greater than 1: 0.0985
• number of antenna violations at the first check in global routing: 2
• max FFs per register: 29
• number of buffers added on ports: 11
• via total after detailed routing: 8789
• clk sinks: 60
• number of standard cells reported by yosys: 1008
• per-cell via count in the routed design: 6.81
• Yosys warning count: 1
• drt total wl: 43500 um
• total of max-cap violations: 0
• Netlist cell types: 82
• proportion of power drawn by flip-flops and latches: 0.412
• Filler Cells Inserted: 2311
• worst clock skew on the final layout: 0.00812 ns
• pin slew with the least headroom to its limit: 0.965 ns
• required time of the critical path: 5.09 ns
• run status: complete, no violations
• number of global-route vias before repair: 8193
• TritonCTS Buffers: 9
• clk latency late pin: 0.33 ns
• power per cell area: 160 nW/um^2
• overall overflow remaining after global route: 0
• cell breakdown of the critical path: inv_1 -> ha_1 -> nor4_4 -> nor2_1 -> a32oi_1 -> a21oi_1 -> nor4_1 -> buf_4 -> nor4_1 -> nor3_1 -> o41ai_1
• clock share of power: 0.573
• RR Startpoint: bit_counter[3]
• layout overhead on the synthesized area: 13.4%
• number of gates resized after CTS: 0
• setup slack, reg-to-reg: 0.75 ns
• Setup crit end kind: register
• wire length of the first global-routing pass: 61300 um
• relative slew slack: 0.353
• delay contributed by the slowest stage of the critical path: 0.78 ns
• ys flops: 60
• placed cell areas: 7170 um^2
• Crit-path slowest cell: sky130_fd_sc_hd__nor4_4
• Layout Cell Area excl Fill: 7490 um^2
• Pint: 0.954 mW
• Design Power: 1.20 mW
• GRT Resource Usage Total: 0.398
• proportion of total power due to net switching: 0.204
• CTS tree: yes
• width of the die: 150 um
• post-synthesis cell area: 6610 um^2
• total net switching power: 0.245 mW
• Highest Clock Rate: 241 MHz
• path class of the lowest-slack min-delay path: register to register
• type of origin of the critical path: register
• utilization of the core after routing: 0.352
• Min-Delay Endpoint: data_out_reg[2]
• Data arrival, critical path: 4.34 ns
• drt drc: 0
• total half-perimeter wirelength after legalization and detailed placement: 32200 um
• Worst IR Drop VDD: 0.171 mV
• predominant post-synthesis flop cell: sky130_fd_sc_hd__dfxtp_1
• final critical-path required period: 4.15 ns
• final hold viol count: 0
• starting density of the core: 0.310
• placer congestion estimate: 1.11
• router iterations before antenna repair: 6
• Vert. Die Dim: 150 um
• total setup violations reported at the end of the flow: 0
• cell type with the largest total area: sky130_fd_sc_hd__dfxtp_1
• post-synth area from yosys stat: 6610 um^2
• synth top area cells: sky130_fd_sc_hd__dfxtp_1, sky130_fd_sc_hd__nor2_1, sky130_fd_sc_hd__o21ai_0, sky130_fd_sc_hd__nand2_1, sky130_fd_sc_hd__a21oi_1
• Max Fanout on Critical Path: 16
• clock root buffer master: sky130_fd_sc_hd__clkbuf_16
• Lkg Pwr: 2.59 nW
• cell depth of the worst hold path: 2
• Core Region: 21300 um^2
• WS Path Type: register to register
• Worst Min Path Start: data_out_reg[2]
• register clock-pin slew on the reported worst setup and hold paths: 0.05 ns
• antenna viol nets, final: 0
• setup repair after global routing missed its margin: no
• Worst path most repeated cell: sky130_fd_sc_hd__nor4_1
• Slew Viols, Final: 0
• Total Negative Setup Slacks: 0 ns
• count of flip-flops with a built-in enable after synthesis: 0
• largest buffer count on any clock path: 2
• share of the synthesized area in the top cell type: 0.182
• # rows: 53
• count of pins on the block boundary: 12
• Final Cycle Share: 0.848
• logic gate share of total power: 0.015
• synthesized instance count: 1008
• largest net degree at the start of global routing: 62
• Mapped Avg Cell Area: 6.55 um^2
• count of hold buffers inserted by post-cts repair: 0
• chip area: 22600 um^2
## routing by layer
metal / routed length [um] / GRT usage / vias to the layer above
met1: 16700 / 0.513 / 4165
met2: 18300 / 0.583 / 672
met3: 5100 / 0.132 / 184
met5: 112 / 0 / -
li1: - / - / 3762
met4: 3250 / 0.230 / 6
## cell usage in the layout (no fill, tap or decap), types with 13 or more instances in the layout
cell and instances:
sky130_fd_sc_hd__or3_1 13, sky130_fd_sc_hd__and3_1 14, sky130_fd_sc_hd__o22ai_1 17, sky130_fd_sc_hd__nor4_1 17, sky130_fd_sc_hd__a22oi_1 15, sky130_fd_sc_hd__nand3_1 37, sky130_fd_sc_hd__a21oi_1 79, sky130_fd_sc_hd__nand4_1 18
sky130_fd_sc_hd__o21ai_0 97, sky130_fd_sc_hd__nor2b_1 14, sky130_fd_sc_hd__nand2_1 106, sky130_fd_sc_hd__dfxtp_1 59, sky130_fd_sc_hd__buf_4 56, sky130_fd_sc_hd__xor2_1 34, sky130_fd_sc_hd__nor3_1 34, sky130_fd_sc_hd__nor2_1 160
## kinds of logic after synthesis
kind of cell,synth area share
DFF,0.182
AOI/OAI and AO/OA,0.327
xor gates and xnor gates,0.0544
muxes,0.00473
adders and majority gates,0.0114
buffers and inverters,0.0555
and+or+nand+nor,0.366
## stage by stage
step / setup slack, ns / hold slack, ns / cells
3_3_place_gp: 0.910 / 0.458 / 1274
3_5_place_dp: 0.962 / 0.467 / 1274
6_report: 0.747 / 0.471 / 1291
2_1_floorplan: 1.90 / 0.417 / 1008
4_1_cts: 0.948 / 0.478 / 1290
5_1_grt: 0.545 / 0.507 / 1290
## how the worst max path moves through the flow
| stage | startpoint | to | slack [ns] | depth (start not counted) |
|---|---|---|---|---|
| global route | bit_counter[3] | data_out_reg[5] | 0.54 | 11 |
| finish | bit_counter[3] | data_out_reg[5] | 0.75 | 11 |
| CTS | bit_counter[3] | data_out_reg[6] | 0.95 | 11 |
## synth_stat cells (all sizes together), types with 9 or more instances
| cell type | number |
|---|---|
| o22ai | 18 |
| nor2b | 14 |
| dfxtp | 60 |
| and3 | 14 |
| or3 | 14 |
| a22oi | 15 |
| nand2 | 107 |
| nand3 | 37 |
| a31oi | 12 |
| and2 | 13 |
| buf | 30 |
| nor4 | 18 |
| nand4 | 18 |
| clkbuf | 47 |
| and4 | 11 |
| o31ai | 10 |
| a21oi | 79 |
| o211ai | 11 |
| o2111ai | 9 |
| nor3 | 36 |
| o21ai | 99 |
| nor2 | 162 |
| nand2b | 10 |
| xor2 | 34 |
## critical path: cells and delay by family (launching register included)
family,cells,cell delay [ns]
buffers and inverters,2,0.34
and+or+nand+nor,5,1.95
DFF,1,0.43
adders and majority gates,1,0.47
AOI/OAI and AO/OA,3,0.82
## final cells by class
cell class,instances,area (um^2),share of cell area
Timing Repair Buffer,68,546,0.0728
Multi-Input combinational cell,862,5040,0.673
Clock inverter,4,72.6,0.00969
Sequential cell,60,1200,0.161
Inverter,9,33.8,0.00451
Clock buffer,12,246,0.0329
Antenna cell,1,2.50,0.000334
Tap cell,275,344,0.0459
## power groups by stage
stage	Sequential [mW]	Combinational (mW)	Clock [mW]
6_report	0.494	0.0177	0.687
5_1_grt	0.494	0.0205	0.728
4_1_cts	0.494	0.0178	0.711
Power figures rest on the tool's default switching activity, not on a simulated workload.
